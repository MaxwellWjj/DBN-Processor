`flow/config.mk`:
```
export PLATFORM = sky130hd
export DESIGN_NAME = arbiter_hv
export DESIGN_NICKNAME = arbiter_hv
export VERILOG_FILES = /design/flow/design.v
export SDC_FILE = /design/flow/constraint.sdc
export NUM_CORES = 4
export LEC_CHECK = 1
export CORE_AREA = 10 10 75 75
export DIE_AREA = 0 0 85 85
```
`flow/constraint.sdc`:
```
current_design arbiter_hv

set clk_period 4.3
set clk_io_pct 0.2

create_clock -name clk0 -period $clk_period

set non_clock_inputs [all_inputs -no_clocks]
set_input_delay [expr $clk_period * $clk_io_pct] -clock clk0 $non_clock_inputs
set_output_delay [expr $clk_period * $clk_io_pct] -clock clk0 [all_outputs]
```
`flow/design.v`:
```
module arbiter_hv (
    input wire clk,
	input wire rst,
	input wire en,
    input wire [3 - 1 : 0] done,
    input wire [(1 + 2 + 8) * 3 * 3 - 1 : 0] partial_sum,
    output wire data_in_en,  
    output logic [3 - 1 : 0] receive,  
    output wire [(1 + 2 + 8) * 3 - 1 : 0] data_in  
);
    wire [3 - 1 : 0] arbiter_temp;
    arbiter_basic_hv priority_arb_hv (done, arbiter_temp);
 assign data_in_en = (arbiter_temp == 6'b000000) ? 1'b0 : (arbiter_temp == 6'b000001) ? (done[0]): 
                        (arbiter_temp == 6'b000010) ? (done[1]) : (arbiter_temp == 6'b000100) ? (done[2]): 
                        (arbiter_temp == 6'b001000) ? (done[3]) : (arbiter_temp == 6'b010000) ? (done[4]):
                        (arbiter_temp == 6'b100000) ? (done[5]) : 1'b0;
    assign data_in = (arbiter_temp == 6'b000000) ? 0 : (arbiter_temp == 6'b000001) ? partial_sum[(1 + 2 + 8) * 3 - 1 : 0] : 
            (arbiter_temp == 6'b000010) ? partial_sum[(1 + 2 + 8) * 3 * 2 - 1 : (1 + 2 + 8) * 3] : 
            (arbiter_temp == 6'b000100) ? partial_sum[(1 + 2 + 8) * 3 * 3 - 1 : (1 + 2 + 8) * 3 * 2] : 
            (arbiter_temp == 6'b001000) ? partial_sum[(1 + 2 + 8) * 3 * 4 - 1 : (1 + 2 + 8) * 3 * 3] :
            (arbiter_temp == 6'b010000) ? partial_sum[(1 + 2 + 8) * 3 * 5 - 1 : (1 + 2 + 8) * 3 * 4] :
            (arbiter_temp == 6'b100000) ? partial_sum[(1 + 2 + 8) * 3 * 6 - 1 : (1 + 2 + 8) * 3 * 5] : 0;
      always_comb begin
            case(arbiter_temp)
                6'b000000 : receive = 6'b000000;
                6'b000001 : receive = 6'b000001;
                6'b000010 : receive = 6'b000010;
                6'b000100 : receive = 6'b000100;
                6'b001000 : receive = 6'b001000;
                6'b010000 : receive = 6'b010000;
                6'b100000 : receive = 6'b100000;
                default : receive = 6'b000000;
            endcase
      end
endmodule
module arbiter_basic_hv (
    input [3 - 1 : 0] signal_in,
    output logic [3 - 1 : 0] arbiter_signal
);
    always_comb begin
        casex(signal_in)
        6'b000000: arbiter_signal = 6'b000000;
        6'b000001: arbiter_signal = 6'b000001;
        6'b00001x: arbiter_signal = 6'b000010;
        6'b0001xx: arbiter_signal = 6'b000100;
        6'b001xxx: arbiter_signal = 6'b001000;
        6'b01xxxx: arbiter_signal = 6'b010000;
        6'b1xxxxx: arbiter_signal = 6'b100000;   
        default: arbiter_signal = 6'b000000;
        endcase
    end
endmodule
```
`flow/run.sh`:
```
#!/bin/bash
# OpenROAD 26Q1-2900-gdf79404cd8, Yosys 0.63+post, stock flow scripts
make -C /OpenROAD-flow-scripts/flow DESIGN_CONFIG=/design/flow/config.mk WORK_HOME=/design/flow/orfs finish
```
==> deck_impl_summary.md <==
Physical Implementation Snapshot

Placement
  • Number of port buffers: 139
  • Dpl hpwl: 4144 um
  • Final GP Congestion: 0.7280
  • Place WS: 0.9848 ns

GRT
  • Tot GR Track Use: 0.1295
  • Gr ovfl total: 0
  • GRT busiest layer: met2
  • First-pass GRT wire length: 7921 um
  • Met2 Use GR: 0.2302
  • Largest net degree at the start of global routing: 71
  • Vias in the first global route: 1453
  • Met1 Use GR: 0.1514
  • Initial antenna violation count: 0
  • M3 GR Usage: 0.05106

Worst setup path
  • WP data arrival: 2.44 ns
  • CP endpoint kind: output pin
  • Crit path DRT: 3.44 ns
  • Critical path peak fanout: 35
  • Setup CP Type: in -> out
  • Worst Setup Start Kind: input pin

Routing
  • WL/cell: 16.03 um
  • DRT antenna net count: 0
  • First-pass iteration count of the detailed router: 3
  • DRC: 0
  • Final wirelength: 5242 um
  • Starting DRT DRC Count: 70
  • Vias per inst: 4.523
  • Vias: 1479
  • N_diodes: 0

Timing
  • Slack of the critical path: 0.9960 ns
  • Fmax: 302.7 MHz
  • Worst Tran Pin Value: 0.7191 ns
  • Final setup vio count: 0
  • Final Hold Violation Tally: 0
  • Setup_tns: 0 ns
  • Fin crit period: 3.304 ns
  • RSZ-0062 raised after global routing: no
  • Final period util: 0.7684
  • Worst slew margin: 0.5206
  • Pins over their slew limit: 0
  • WHS: 2.632 ns

Run
  • Max-cap check violation count: 0
  • Log Warnings: 36

Power
  • Maximum VDD drop: 0.07041 mV
  • Seq pwr share: 0
  • Clock power frac: 0
  • Power Total: 0.2323 mW
  • Sw power: 0.06779 mW
  • Sw Share: 0.2918
  • Static leakage: 0.7993 nW
  • PwrDens: 95.71 nW/um2
  • Comb power frac: 1.000
  • Internal Pwr Total: 0.1645 mW

Yosys
  • Dominant comb cell: simple AND/OR/NAND/NOR gates
  • Multiplexer share: 0
  • Ao+oa area frac: 0.4325
  • Post-Synth XOR/XNOR Area: 0
  • Simple-Gate Fraction of Synth Area: 0.4418
  • Cell type with the largest total area: a21oi_2
  • Post-Syn Area: 1085 um2
  • Mapped Cells: 155
  • # Cells Yosys: 155
  • Syn Area/Cell: 6.999 um2
  • Yosys warns: 8
  • Library cells used by synthesis: 11
  • Synth cell count leaders: 37 x a21oi_2, 34 x nor2b_1, 33 x nand3b_1
  • Synth top area cells: a21oi_2 30%, nand3b_1 23%, nor2b_1 20%
  • Top-area cell share: 0.2987
  • Most frequent cell after synthesis: a21oi_2
  • Yosys stat area: 1085 um2
  • Synth Seq Share: 0
  • Adder share: 0

Clocking
  • Hold buffers post-CTS: 0
  • Post-CTS setup buffer count: 0
  • Post_cts resized: 0

Die
  • Die area: 7225 um2
  • Core footprint: 4058 um2
  • Chip Width: 85 um
  • Floorplan utilization: 0.2673
  • Number of I/O pins: 142
  • Placement row count: 23
  • Die Ht: 85 um

Final layout
  • Fillers: 370
  • Clkbuf count: 0
  • Final core occ: 0.5982
  • Reg area: 0 um2
  • Syn-to-layout area delta: 123.8%
  • Fraction of layout cells with a size suffix above 1: 0.1552
  • Flop count: 0

Worst hold path
  • Tightest Hold Check Type: in -> out

Status
  • Status: finished clean
## final timing paths
kind,cells past startpoint,slack [ns],to,startpoint
max,5,1.0,data_in[13],done[0]
min,4,2.63,data_in[17],done[1]
## layout make-up
class	count	area, um2	share of cell area
Timing Repair Buffer	142	1416	0.5835
Tap cell	50	62.56	0.02577
Multi-Input combinational cell	135	948.4	0.3907
## kinds of logic (layout without fill, tap and decap cells)
group | Yosys count | after routing
simple gates | 69 | 69
compound gates | 66 | 66
buf+inv | 20 | 142
## layout by cell type (no fill, tap or decap)
cell             Yosys  layout
clkdlybuf4s50_1      0     137
buf_4                3       2
buf_12               0       1
nor3b_2              1       1
a21oi_2             37      37
nor2b_1             34      34
or3_1                1       1
nand3b_1            33      33
a21oi_1             29      29
buf_2                7       2
## metal layers
| metal | routed length [um] | part of all wire | vias to the layer above |
|---|---|---|---|
| met5 | 0 | 0 | - |
| met4 | 0 | 0 | 0 |
| met3 | 493 | 0.094 | 0 |
| met2 | 2610 | 0.50 | 64 |
| met1 | 2138 | 0.41 | 623 |
| li1 | - | - | 792 |
## critical path: stages
cell             delay [ns]
clkdlybuf4s50_1        0.45
buf_4                  0.34
nand3b_1               0.14
a21oi_2                0.14
clkdlybuf4s50_1        0.49
## power by group through the flow
stage,logic [mW],clock network [mW],registers [mW]
finish,0.232,0,0
global route,0.253,0,0
CTS,0.236,0,0
## metrics by stage
| step | instances | area (um2) |
|---|---|---|
| 4_1_cts | 327 | 2427 |
| 3_3_place_gp | 327 | 2427 |
| 3_5_place_dp | 327 | 2427 |
| 2_1_floorplan | 155 | 1085 |
| 6_report | 327 | 2427 |
| 5_1_grt | 327 | 2427 |
Power is estimated from default activity; no workload was simulated.
