**design/flow/run.sh**
```bash
#!/bin/bash
# OpenROAD 26Q1-2900-gdf79404cd8, Yosys 0.63+post, stock flow scripts
make -C /OpenROAD-flow-scripts/flow DESIGN_CONFIG=/design/flow/config.mk WORK_HOME=/design/flow/orfs finish
```
**design/flow/config.mk**
```make
export PLATFORM = sky130hd
export DESIGN_NAME = arbiter_vh
export DESIGN_NICKNAME = arbiter_vh
export VERILOG_FILES = /design/flow/design.v
export SDC_FILE = /design/flow/constraint.sdc
export NUM_CORES = 4
export LEC_CHECK = 1
export CORE_AREA = 10 10 85 85
export DIE_AREA = 0 0 95 95
```
**design/flow/constraint.sdc**
```tcl
current_design arbiter_vh

set clk_period 4.3
set clk_io_pct 0.2

create_clock -name clk0 -period $clk_period

set non_clock_inputs [all_inputs -no_clocks]
set_input_delay [expr $clk_period * $clk_io_pct] -clock clk0 $non_clock_inputs
set_output_delay [expr $clk_period * $clk_io_pct] -clock clk0 [all_outputs]
```
**design/flow/design.v**
```verilog
module arbiter_vh (
    input wire clk,
	input wire rst,
	input wire en,
    input wire [3 - 1 : 0] done,
    input wire [(1 + 2 + 8) * 3 * 3 - 1 : 0] partial_sum,
    output wire data_in_en,  
    output logic [3 - 1 : 0] receive,  
    output wire [(1 + 2 + 8) * 3 - 1 : 0] data_in  
);
    wire [3 - 1 : 0] arbiter_temp;
    arbiter_basic_vh priority_arb_vh (done, arbiter_temp);
    assign data_in_en = (arbiter_temp == 10'b0000000000) ? 1'b0 : (arbiter_temp == 10'b0000000001) ? (done[0]): 
                        (arbiter_temp == 10'b0000000010) ? (done[1]) : (arbiter_temp == 10'b0000000100) ? (done[2]): 
                        (arbiter_temp == 10'b0000001000) ? (done[3]) : (arbiter_temp == 10'b0000010000) ? (done[4]):
                        (arbiter_temp == 10'b0000100000) ? (done[5]) : (arbiter_temp == 10'b0001000000) ? (done[6]):
                        (arbiter_temp == 10'b0010000000) ? (done[7]) : (arbiter_temp == 10'b0100000000) ? (done[8]):
                        (arbiter_temp == 10'b1000000000) ? (done[9]) : 1'b0;
    assign data_in = (arbiter_temp == 10'b0000000000) ? 0 : (arbiter_temp == 10'b0000000001) ? partial_sum[(1 + 2 + 8) * 3 - 1 : 0] : 
            (arbiter_temp == 10'b0000000010) ? partial_sum[(1 + 2 + 8) * 3 * 2 - 1 : (1 + 2 + 8) * 3] : 
            (arbiter_temp == 10'b0000000100) ? partial_sum[(1 + 2 + 8) * 3 * 3 - 1 : (1 + 2 + 8) * 3 * 2] : 
            (arbiter_temp == 10'b0000001000) ? partial_sum[(1 + 2 + 8) * 3 * 4 - 1 : (1 + 2 + 8) * 3 * 3] :
            (arbiter_temp == 10'b0000010000) ? partial_sum[(1 + 2 + 8) * 3 * 5 - 1 : (1 + 2 + 8) * 3 * 4] :
            (arbiter_temp == 10'b0000100000) ? partial_sum[(1 + 2 + 8) * 3 * 6 - 1 : (1 + 2 + 8) * 3 * 5] :
            (arbiter_temp == 10'b0001000000) ? partial_sum[(1 + 2 + 8) * 3 * 7 - 1 : (1 + 2 + 8) * 3 * 6] :
            (arbiter_temp == 10'b0010000000) ? partial_sum[(1 + 2 + 8) * 3 * 8 - 1 : (1 + 2 + 8) * 3 * 7] :
            (arbiter_temp == 10'b0100000000) ? partial_sum[(1 + 2 + 8) * 3 * 9 - 1 : (1 + 2 + 8) * 3 * 8] :
            (arbiter_temp == 10'b1000000000) ? partial_sum[(1 + 2 + 8) * 3 * 10 - 1 : (1 + 2 + 8) * 3 * 9] : 0;
        always_comb begin
            case(arbiter_temp)
                10'b0000000000 : receive = 10'b0000000000;
                10'b0000000001 : receive = 10'b0000000001;
                10'b0000000010 : receive = 10'b0000000010;
                10'b0000000100 : receive = 10'b0000000100;
                10'b0000001000 : receive = 10'b0000001000;
                10'b0000010000 : receive = 10'b0000010000;
                10'b0000100000 : receive = 10'b0000100000;
                10'b0001000000 : receive = 10'b0001000000;
                10'b0010000000 : receive = 10'b0010000000;
                10'b0100000000 : receive = 10'b0100000000;
                10'b1000000000 : receive = 10'b1000000000;
                default : receive = 10'b0000000000;
            endcase
      end
endmodule
module arbiter_basic_vh (
    input [3 - 1 : 0] signal_in,
    output logic [3 - 1 : 0] arbiter_signal
);
    always_comb begin
        casex(signal_in)
        10'b0000000000: arbiter_signal = 10'b0000000000;
        10'b0000000001: arbiter_signal = 10'b0000000001;
        10'b000000001x: arbiter_signal = 10'b0000000010;
        10'b00000001xx: arbiter_signal = 10'b0000000100;
        10'b0000001xxx: arbiter_signal = 10'b0000001000;
        10'b000001xxxx: arbiter_signal = 10'b0000010000;
        10'b00001xxxxx: arbiter_signal = 10'b0000100000;
        10'b0001xxxxxx: arbiter_signal = 10'b0001000000;
        10'b001xxxxxxx: arbiter_signal = 10'b0010000000;
        10'b01xxxxxxxx: arbiter_signal = 10'b0100000000;     
        10'b1xxxxxxxxx: arbiter_signal = 10'b1000000000;     
        default: arbiter_signal = 10'b0000000000;
        endcase
    end
endmodule
```
==> metrics.yaml <==
vias_per_cell: 4.34
core_mm2: 0.00547
relSlewSlack_pct: 59.5
cp_num_cells: 5
cts_resized: 0
avgRoutedWirePerCell_um: 15.5
p_sw_share_pct: 29.4
drive_gt1_share_pct: 15.8
portBuffers: 139
nFlopsAndLatches: 0
grt_max_degree: 44
cp_slowest_stage_delay_ns: 0.49
leakage_nw: 0.804
drt-initial-drc-count: 35
rows: 27
crit_fanout: 35
dpl-instance-area_mm2: 0.00246
maxCapViolations: 0
status: "finished, final reports clean"
rsz0062_at_grt: "false"
p_sw_w: 0.0000687
drv_slew: 0
power_density_mw_per_mm2: 94.9
syn_to_final_growth_pct: 127
dp_hpwl_mm: 4.35
gp_congestion: 0.780
p_int_w: 0.000165
dr_total_vias: 1520
grt_pass1_vias: 1461
die_h_um: 95
clockBufferCount: 0
core_util_floorplan_pct: 19.8
final-hold-violation-count: 0
synth_area_mm2: 0.00108
chipArea_mm2: 0.00903
slowest_stage: "clkdlybuf4s50_1"
ys_cells: 155
cp_common_cell: "clkdlybuf4s50_1"
syn_inst: 155
critPathLaunchType: "input port"
finalClockPeriodUsage_pct: 76.9
ys_warn_count: 16
finalSetupTns_ns: 0
ff_latch_area_um2: 0
path_class: "in2out"
crit_path_end: "data_in[16]"
tool_warnings: 35
io_pins: 142
die_x_um: 95
synth_cell_types: 11
p_clk_share_pct: 0
worstMarginPinSlew_ns: 0.608
vdd_drop_max_mv: 0.0339
cts_setup_buffers: 0
grt_pass1_wl_mm: 7.87
final_area_mm2: 0.00246
yosys-stat-area_mm2: 0.00108
grt_remaining_overflow: 0
crit_chain: "clkdlybuf4s50_1, buf_4, nand3b_1, a21oi_2, clkdlybuf4s50_1"
drc: 0
cp-startpoint: "done[0]"
end_kind: "output port"
worst_hold_path_type: "in2out"
period_minus_slack_ns: 3.31
ant_nets: 0
wirelength_mm: 5.43
finalSetupViolations: 0
antenna_found_initial: 0
crit_family: "buffers and inverters"
grt_usage_pct: 10.7
dr.pass1.iters: 4
combinationalPowerShare_pct: 100.0
required_ns: 3.44
yosysSeqAreaShare_pct: 0
min_path_cells: 2
fillers: 578
cts_hold_buf: 0
syn_area_per_cell_um2: 7.00
seqPwrFrac_pct: 0
logic_area_um2: 948
arrival_ns: 2.45
fin_hold_ws_ns: 2.52
insertedDiodeCount: 0
cp_num_buf_inv: 3
max_freq_ghz: 0.302
per-layer routing:
metal | track usage [%] | vias to the layer above | part of all wire (%)
met1 | 14.0 | 657 | 45
met2 | 17.9 | 71 | 47
met5 | 0 | - | 0
met3 | 3.13 | 0 | 8.6
li1 | - | 792 | -
met4 | 0 | 0 | 0
worst min path at each step:
stage                    from    endpoint  slack [ns]
after global routing  done[2]  receive[2]        2.58
after CTS             done[2]  receive[2]        2.52
final                 done[2]  receive[2]        2.52
per-stage QoR:
step	total power [W]	utilization [%]	setup slack, ns	std cells
floorplan	0.0000789	-	2.06	155
finish	0.000234	45.0	0.991	350
CTS	0.000238	45.0	0.952	350
global placement	0.000236	45.0	0.958	350
detailed placement	0.000237	45.0	0.955	350
global route	0.000254	45.0	0.858	350
cells in the final DEF, fill, tap and decap left out:
cell type,n
nand3b_1,33
nor3b_2,1
or3_1,1
buf_2,2
buf_4,3
nor2b_1,34
a21oi_1,29
buf_12,1
clkdlybuf4s50_1,137
a21oi_2,37
synth_stat cells (all sizes together):
cell type / count / area share, %
a21oi: 66 / 43
nor2b: 34 / 20
nand3b: 33 / 23
buf: 15 / 11
clkbuf: 5 / 1.7
nor3b: 1 / 1.2
or3: 1 / 0.58
cell families (layout without fill, tap and decap cells):
| logic type | count (synthesis) | after routing | share of synthesized area [%] |
|---|---|---|---|
| simple gates | 69 | 69 | 44.2 |
| buf+inv | 20 | 143 | 12.6 |
| compound gates | 66 | 66 | 43.3 |
cell type report:
| type | instances | area share (%) |
|---|---|---|
| tap | 72 | 3.66 |
| timing repair buffer | 143 | 57.8 |
| multi-input combinational | 135 | 38.5 |
power groups by stage:
stage / clock [W] / sequential (W) / combinational (W)
after CTS: 0 / 0 / 0.000238
final: 0 / 0 / 0.000234
after global routing: 0 / 0 / 0.000254
No activity file was given, so power comes from the tool's default toggle rates.
